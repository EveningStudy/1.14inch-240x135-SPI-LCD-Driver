$ cat config.mk
export PLATFORM = sky130hd
export DESIGN_NAME = lcd_driver_top
export DESIGN_NICKNAME = lcd_driver_top
export VERILOG_FILES = /design/flow/design.v
export SDC_FILE = /design/flow/constraint.sdc
export NUM_CORES = 4
export LEC_CHECK = 1
export CORE_UTILIZATION = 30
$ cat constraint.sdc
current_design lcd_driver_top

set clk_period 5.2
set clk_io_pct 0.2

create_clock -name clk0 -period $clk_period [get_ports {clk}]

set non_clock_inputs [all_inputs -no_clocks]
set_input_delay [expr $clk_period * $clk_io_pct] -clock clk0 $non_clock_inputs
set_output_delay [expr $clk_period * $clk_io_pct] -clock clk0 [all_outputs]
$ cat design.v
module data_source (
    input wire clk,
    input wire rst_n,
    output reg fifo_write_valid,
    output reg [8:0] fifo_write_data,
    input wire fifo_write_ready,
    output reg lcd_resetn
);
localparam MAX_CMDS = 69;
reg [8:0] init_cmd[MAX_CMDS:0];
localparam INIT_RESET   = 4'd0;
localparam INIT_PREPARE = 4'd1;
localparam INIT_WAKEUP  = 4'd2;
localparam INIT_SNOOZE  = 4'd3;
localparam INIT_WORKING = 4'd4;
localparam SEND_PIXEL_H = 4'd5;
localparam SEND_PIXEL_L = 4'd6;
localparam FRAME_DONE   = 4'd7;
localparam CNT_100MS = 32'd2700000;
localparam CNT_120MS = 32'd3240000;
localparam CNT_200MS = 32'd5400000;
reg [3:0] init_state;
reg [6:0] cmd_index;
reg [31:0] delay_cnt;
reg [15:0] pixel_cnt;
reg [15:0] pixel_data;
reg [3:0] frame_cmd_index;
localparam LCD_WIDTH = 240;
localparam LCD_HEIGHT = 135;
localparam PIXEL_COUNT = LCD_WIDTH * LCD_HEIGHT;
localparam COLOR_BLUE  = 16'h001F;
localparam COLOR_GREEN = 16'h07E0;
localparam COLOR_RED   = 16'hF800;
localparam CMD_CASET = 9'h02A;
localparam CMD_RASET = 9'h02B;
localparam CMD_RAMWR = 9'h02C;
initial begin
    init_cmd[0] = 9'h036;
    init_cmd[1] = 9'h170;
    init_cmd[2] = 9'h03A;
    init_cmd[3] = 9'h105;
    init_cmd[4] = 9'h0B2;
    init_cmd[5] = 9'h10C;
    init_cmd[6] = 9'h10C;
    init_cmd[7] = 9'h100;
    init_cmd[8] = 9'h133;
    init_cmd[9] = 9'h133;
    init_cmd[10] = 9'h0B7;
    init_cmd[11] = 9'h135;
    init_cmd[12] = 9'h0BB;
    init_cmd[13] = 9'h119;
    init_cmd[14] = 9'h0C0;
    init_cmd[15] = 9'h12C;
    init_cmd[16] = 9'h0C2;
    init_cmd[17] = 9'h101;
    init_cmd[18] = 9'h0C3;
    init_cmd[19] = 9'h112;
    init_cmd[20] = 9'h0C4;
    init_cmd[21] = 9'h120;
    init_cmd[22] = 9'h0C6;
    init_cmd[23] = 9'h10F;
    init_cmd[24] = 9'h0D0;
    init_cmd[25] = 9'h1A4;
    init_cmd[26] = 9'h1A1;
    init_cmd[27] = 9'h0E0;
    init_cmd[28] = 9'h1D0;
    init_cmd[29] = 9'h104;
    init_cmd[30] = 9'h10D;
    init_cmd[31] = 9'h111;
    init_cmd[32] = 9'h113;
    init_cmd[33] = 9'h12B;
    init_cmd[34] = 9'h13F;
    init_cmd[35] = 9'h154;
    init_cmd[36] = 9'h14C;
    init_cmd[37] = 9'h118;
    init_cmd[38] = 9'h10D;
    init_cmd[39] = 9'h10B;
    init_cmd[40] = 9'h11F;
    init_cmd[41] = 9'h123;
    init_cmd[42] = 9'h0E1;
    init_cmd[43] = 9'h1D0;
    init_cmd[44] = 9'h104;
    init_cmd[45] = 9'h10C;
    init_cmd[46] = 9'h111;
    init_cmd[47] = 9'h113;
    init_cmd[48] = 9'h12C;
    init_cmd[49] = 9'h13F;
    init_cmd[50] = 9'h144;
    init_cmd[51] = 9'h151;
    init_cmd[52] = 9'h12F;
    init_cmd[53] = 9'h11F;
    init_cmd[54] = 9'h11F;
    init_cmd[55] = 9'h120;
    init_cmd[56] = 9'h123;
    init_cmd[57] = 9'h021;
    init_cmd[58] = 9'h029;
    init_cmd[59] = 9'h02A;
    init_cmd[60] = 9'h100;
    init_cmd[61] = 9'h128;
    init_cmd[62] = 9'h101;
    init_cmd[63] = 9'h117;
    init_cmd[64] = 9'h02B;
    init_cmd[65] = 9'h100;
    init_cmd[66] = 9'h135;
    init_cmd[67] = 9'h100;
    init_cmd[68] = 9'h1BB;
    init_cmd[69] = 9'h02C;
end
always @(posedge clk or negedge rst_n) begin
    if (!rst_n) begin
        init_state <= INIT_RESET;
        cmd_index <= 0;
        delay_cnt <= 0;
        pixel_cnt <= 0;
        frame_cmd_index <= 0;
        lcd_resetn <= 0;
        fifo_write_valid <= 0;
        fifo_write_data <= 0;
    end else begin
        fifo_write_valid <= 0;
        case (init_state)
            INIT_RESET: begin
                lcd_resetn <= 0;
                if (delay_cnt == CNT_100MS) begin
                    delay_cnt <= 0;
                    init_state <= INIT_PREPARE;
                    lcd_resetn <= 1;
                end else begin
                    delay_cnt <= delay_cnt + 1;
                end
            end
            INIT_PREPARE: begin
                if (delay_cnt == CNT_200MS) begin
                    delay_cnt <= 0;
                    init_state <= INIT_WAKEUP;
                end else begin
                    delay_cnt <= delay_cnt + 1;
                end
            end
            INIT_WAKEUP: begin
                if (fifo_write_ready && !fifo_write_valid) begin
                    fifo_write_valid <= 1;
                    fifo_write_data <= 9'h011;
                    init_state <= INIT_SNOOZE;
                end
            end
            INIT_SNOOZE: begin
                if (delay_cnt == CNT_120MS) begin
                    delay_cnt <= 0;
                    cmd_index <= 0;
                    init_state <= INIT_WORKING;
                end else begin
                    delay_cnt <= delay_cnt + 1;
                end
            end
            INIT_WORKING: begin
                if (cmd_index <= MAX_CMDS) begin
                    if (fifo_write_ready && !fifo_write_valid) begin
                        fifo_write_valid <= 1;
                        fifo_write_data <= init_cmd[cmd_index];
                        cmd_index <= cmd_index + 1;
                    end
                end else begin
                    init_state <= SEND_PIXEL_H;
                    pixel_cnt <= 0;
                end
            end
            SEND_PIXEL_H: begin
                if (pixel_cnt < PIXEL_COUNT) begin
                    if (pixel_cnt < (PIXEL_COUNT / 3))
                        pixel_data <= COLOR_BLUE;
                    else if (pixel_cnt < (PIXEL_COUNT * 2 / 3))
                        pixel_data <= COLOR_GREEN;
                    else
                        pixel_data <= COLOR_RED;
                    if (fifo_write_ready && !fifo_write_valid) begin
                        fifo_write_valid <= 1;
                        fifo_write_data <= {1'b1, pixel_data[15:8]};
                        init_state <= SEND_PIXEL_L;
                    end
                end else begin
                    init_state <= FRAME_DONE;
                    frame_cmd_index <= 0;
                end
            end
            SEND_PIXEL_L: begin
                if (fifo_write_ready && !fifo_write_valid) begin
                    fifo_write_valid <= 1;
                    fifo_write_data <= {1'b1, pixel_data[7:0]};
                    pixel_cnt <= pixel_cnt + 1;
                    init_state <= SEND_PIXEL_H;
                end
            end
            FRAME_DONE: begin
                if (fifo_write_ready && !fifo_write_valid) begin
                    fifo_write_valid <= 1;
                    case (frame_cmd_index)
                        4'd0: fifo_write_data <= CMD_CASET;
                        4'd1: fifo_write_data <= 9'h100;
                        4'd2: fifo_write_data <= 9'h128;
                        4'd3: fifo_write_data <= 9'h101;
                        4'd4: fifo_write_data <= 9'h117;
                        4'd5: fifo_write_data <= CMD_RASET;
                        4'd6: fifo_write_data <= 9'h100;
                        4'd7: fifo_write_data <= 9'h135;
                        4'd8: fifo_write_data <= 9'h100;
                        4'd9: fifo_write_data <= 9'h1BB;
                        4'd10: fifo_write_data <= CMD_RAMWR;
                    endcase
                    if (frame_cmd_index == 4'd10) begin
                        frame_cmd_index <= 0;
                        pixel_cnt <= 0;
                        init_state <= SEND_PIXEL_H;
                    end else begin
                        frame_cmd_index <= frame_cmd_index + 1;
                    end
                end
            end
            default: init_state <= INIT_RESET;
        endcase
    end
end
endmodule
module fifo #(
    parameter DEPTH = 16,
    parameter WIDTH = 9
) (
    input wire clk,
    input wire rst_n,
    input wire read_ready,
    output wire read_valid,
    output reg [WIDTH-1:0] read_data,
    output wire write_ready,
    input wire write_valid,
    input wire [WIDTH-1:0] write_data
);
localparam PTR_BITS = $clog2(DEPTH);
reg [WIDTH-1:0] data [DEPTH-1:0];
reg [PTR_BITS:0] wr_ptr, rd_ptr;
wire [PTR_BITS:0] n = wr_ptr - rd_ptr;
integer i;
always @(posedge clk or negedge rst_n) begin
    if (!rst_n) begin
        for (i = 0; i < DEPTH; i = i + 1) begin
            data[i] <= 0;
        end
        wr_ptr <= 0;
        rd_ptr <= 0;
    end else begin
        if (write_valid && write_ready) begin
            data[wr_ptr[PTR_BITS-1:0]] <= write_data;
            wr_ptr <= wr_ptr + 1;
        end
        if (read_valid && read_ready) begin
            read_data <= data[rd_ptr[PTR_BITS-1:0]];
            rd_ptr <= rd_ptr + 1;
        end
    end
end
assign read_valid = (n != 0);
assign write_ready = (n != DEPTH);
endmodule
module serializer(
    input clk,
    input rst_n,
    input fifo_valid,         
    input [8:0] fifo_data,   
    output fifo_read_ready,   
    output reg CS,          
    output reg SCLK,       
    output reg D_C,          
    output reg SDA          
);
    localparam IDLE  = 2'd0;
    localparam LOAD  = 2'd1;
    localparam SHIFT = 2'd2;
    localparam DONE  = 2'd3;
    reg [1:0] state;
    reg [7:0] shift_reg;  
    reg [2:0] crt;   
    assign fifo_read_ready = (state == IDLE);
    always @(posedge clk or negedge rst_n) begin
        if (!rst_n) begin
            state     <= IDLE;
            shift_reg <= 8'd0;
            crt   <= 0;
            CS        <= 1;  
            SCLK      <= 0;
            D_C       <= 0;
            SDA       <= 0;
        end else begin
            case (state)
                IDLE: begin
                    CS   <= 1;
                    SCLK <= 0;
                    if (fifo_valid) begin
                        state <= LOAD;
                    end
                end
                LOAD: begin
                    D_C       <= fifo_data[8];  
                    shift_reg <= fifo_data[7:0];
                    crt <= 3'd7;  
                    CS        <= 0;  
                    state     <= SHIFT;
                end
                SHIFT: begin                 
                    if (SCLK == 0) begin
                        SCLK <= 1;
                        SDA  <= shift_reg[crt];
                    end else begin
                        SCLK <= 0;
                        if (crt == 0)
                            state <= DONE;
                        else
                            crt <= crt - 1;
                    end
                end
                DONE: begin
                    CS    <= 1; 
                    state <= IDLE;
                end
                default: state <= IDLE;
            endcase
        end
    end
endmodule
module lcd_driver_top (
    input  wire clk,
    input  wire rst_n,
    output wire lcd_resetn,
    output wire lcd_cs,
    output wire lcd_dc,
    output wire lcd_sclk,
    output wire lcd_sda
);
wire ds_fifo_write_valid;
wire [8:0] ds_fifo_write_data;
wire ds_fifo_write_ready;
wire fifo_serial_read_valid;
wire [8:0] fifo_serial_read_data;
wire fifo_serial_read_ready;
data_source data_source_inst (
    .clk(clk),
    .rst_n(rst_n),
    .fifo_write_valid(ds_fifo_write_valid),
    .fifo_write_data(ds_fifo_write_data),
    .fifo_write_ready(ds_fifo_write_ready),
    .lcd_resetn(lcd_resetn)
);
fifo #(
    .DEPTH(16),
    .WIDTH(9)
) fifo_inst (
    .clk(clk),
    .rst_n(rst_n),
    .read_ready(fifo_serial_read_ready),
    .read_valid(fifo_serial_read_valid),
    .read_data(fifo_serial_read_data),
    .write_ready(ds_fifo_write_ready),
    .write_valid(ds_fifo_write_valid),
    .write_data(ds_fifo_write_data)
);
serializer serializer_inst (
    .clk(clk),
    .rst_n(rst_n),
    .fifo_valid(fifo_serial_read_valid),
    .fifo_data(fifo_serial_read_data),
    .fifo_read_ready(fifo_serial_read_ready),
    .CS(lcd_cs),
    .SCLK(lcd_sclk),
    .D_C(lcd_dc),
    .SDA(lcd_sda)
);
endmodule
$ cat run.sh
#!/bin/bash
# OpenROAD 26Q1-2900-gdf79404cd8, Yosys 0.63+post, stock flow scripts
make -C /OpenROAD-flow-scripts/flow DESIGN_CONFIG=/design/flow/config.mk WORK_HOME=/design/flow/orfs finish
==> results.sh <==
# source this file to load flow results
export IMPL_fp_dieH_um=218.0
export IMPL_critPathKind="reg -> reg"
export IMPL_ctsHoldBuffers=0
export IMPL_mux_share=0.1560
export IMPL_synthToLayoutAreaGrowth_pct=10.85
export IMPL_vias=10088
export IMPL_ys_sh_xor=0.02673
export IMPL_portBuffers=6
export IMPL_via_per_inst=5.395
export IMPL_diodes=0
export IMPL_ys_ff=263
export IMPL_hold_viol_final=0
export IMPL_layout_drive_gt1_share=0.1945
export IMPL_fp_util=0.3064
export IMPL_syn_inst=1288
export IMPL_cp_arrival_ns=4.22
export IMPL_drtPass1Iterations=7
export IMPL_gr_total_overflow=0
export IMPL_cts_inserted_buffers=27
export IMPL_antenna_found_initial=0
export IMPL_clock_path_buffers=3
export IMPL_layout_top_cells="dfrtp_1 (248), mux2_2 (155), nand2_1 (91)"
export IMPL_cts_setup_buffers=0
export IMPL_required_ns=5.64
export IMPL_layout_setup_ws_ns=1.418
export IMPL_largest_reg_flops=144
export IMPL_synth_edff_count=12
export IMPL_io_pins=7
export IMPL_fin_util=0.3397
export IMPL_place_area_um2=14570
export IMPL_layout_cells_most_common="dfrtp_1"
export IMPL_detail_route_wl_per_cell_um=18.29
export IMPL_reg_top3="fifo_inst.data: 144 flops, data_source_inst.delay_cnt: 32 flops, data_source_inst.pixel_cnt: 16 flops"
export IMPL_cts_tree="done"
export IMPL_simple_gate_area_frac=0.1418
export IMPL_clk_latency_ns=0.56
export IMPL_ff_type="dfrtp_1"
export IMPL_clockRootBuffer="clkbuf_16"
export IMPL_warning_count=43
export IMPL_dieArea_um2=47520
export IMPL_syn_avg_cell_area_um2=10.87
export IMPL_status="complete, no violations"
export IMPL_cap_violations=0
export IMPL_clk_pin_slew_worst_paths_ns=0.06
export IMPL_ys_cells=1288
export IMPL_reg2reg_slack_ns=1.42
export IMPL_drc=0
export IMPL_drt_wl_total_um=34190
export IMPL_gp_congestion=0.9155
export IMPL_grt_pass1_wl_um=55540
export IMPL_worst_slew_pin_slew_ns=0.8513
export IMPL_fmax_mhz=264.4
export IMPL_dpl_hpwl_um=21780
export IMPL_ys_seq_frac=0.4748
export IMPL_drt_iter0_markers=758
export IMPL_grt_max_degree=129
export IMPL_fin_tns_setup_ns=0
export IMPL_synthDistinctLibCells=87
export IMPL_worst_setup_path_end_kind="flip-flop"
export IMPL_ys_top_logic_family="multiplexers"
export IMPL_yosys_area_um2=14000
export IMPL_die_w_um=218.0
export IMPL_grt_pass1_vias=9927
export IMPL_htree_levels=1
export IMPL_relSlewSlack=0.4277
export IMPL_leakage_nw=6.905
export IMPL_hold_class="in -> async"
export IMPL_post_route_period_util=0.7273
export IMPL_drv_slew=0
export IMPL_async_flop_share=0.9544
export IMPL_powerDensity_nw_per_um2=267.0
export IMPL_grt_util_all_layers=0.1510
export IMPL_setup_violations=0
export IMPL_ant_nets=0
export IMPL_aoi_share=0.1427
export IMPL_rsz0062_at_grt="no"
export IMPL_fin_crit_ns=3.782
export IMPL_fa_ha_area_frac=0.02414
export IMPL_peakVddDrop_mv=0.2241
export IMPL_skew_ns=0.01378
export IMPL_clock_sinks=263
export IMPL_dp_slack_ns=1.516
export IMPL_critPathMaxFanout=17
export IMPL_final_area_um2=15510
export IMPL_critPathLaunchType="flip-flop"
export IMPL_num_rows=78
export IMPL_coreArea_um2=45670
export IMPL_yosys_warnings=4
export IMPL_ctsResizeCount=0
export IMPL_netlist_area_um2=14000
export IMPL_regMostFlops="fifo_inst.data"
[synthesized netlist by cell type (16+ instances only)]
| master | count | share of area |
|---|---|---|
| o21ai_0 | 61 | 0.022 |
| nor2_1 | 64 | 0.017 |
| a222oi_1 | 17 | 0.012 |
| mux2i_1 | 19 | 0.014 |
| nand3_1 | 55 | 0.020 |
| clkbuf_1 | 64 | 0.017 |
| mux2_2 | 155 | 0.12 |
| inv_1 | 33 | 0.0089 |
| a31oi_1 | 22 | 0.0098 |
| nor3_1 | 21 | 0.0075 |
| a21oi_1 | 48 | 0.017 |
| dfrtp_1 | 248 | 0.44 |
| nand4_1 | 18 | 0.0080 |
| nand2_1 | 91 | 0.024 |
| ha_1 | 27 | 0.024 |
| xor2_1 | 18 | 0.011 |
| nor2b_1 | 16 | 0.0072 |
| xnor2_1 | 22 | 0.014 |
[stage by stage]
stage	cells	hold slack [ns]	total power [mW]
after CTS	1870	0.4668	4.195
after global routing	1870	0.4916	4.278
after detailed placement	1820	0.4586	2.140
final	1870	0.4487	4.143
after global placement	1820	0.4402	2.139
after floorplan	1288	0.4257	2.096
[cells by family after synthesis]
group | count (synthesis)
and+or+nand+nor | 360
xor gates and xnor gates | 41
adders and majority gates | 27
muxes | 188
DFF | 263
buffers and inverters | 121
AOI/OAI and AO/OA | 288
[area by class of cell]
type                    count  area (um^2)
clock inverters             4        110.1
inverters                  36        135.1
repair buffers             17        160.2
multi-input cells         904         6877
well taps                 600        750.7
fillers                  4506        30160
clock buffers              46        837.1
flip-flops and latches    263         6645
[worst paths after layout]
check | startpoint | to | cells after the start
setup / recovery | fifo_inst.wr_ptr[2] | fifo_inst.data[11][8] | 7
hold / removal | rst_n | fifo_inst.data[0][1] | 1
setup reg to reg | fifo_inst.wr_ptr[2] | fifo_inst.data[11][8] | 7
hold reg to reg | serializer_inst.state[3] | serializer_inst.state[0] | 1
max in group asynchronous | rst_n | data_source_inst.delay_cnt[29] | 2
min in group clk0 | serializer_inst.state[3] | serializer_inst.state[0] | 1
[power breakdown]
group	switching, mW	internal (mW)
combinational	0.0375	0.00308
clock	0.803	1.24
sequential	0	2.06
[routing by layer]
metal  global-route usage  share of wire
met4              0.04476          0.032
met3              0.03447          0.063
met1               0.2172           0.44
met5                    0              0
met2               0.2322           0.46
[worst max-delay path: stages (launching register included)]
cell	delay, ns
dfrtp_1	0.88
ha_1	0.45
a21oi_1	0.23
a211oi_1	0.15
o2111a_1	0.40
nor2_4	0.57
nand4b_2	0.53
mux2_2	0.45
No activity file was given, so power comes from the tool's default toggle rates.
